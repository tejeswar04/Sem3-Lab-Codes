`flow/run.sh`:
```
#!/bin/bash
# OpenROAD 26Q1-2900-gdf79404cd8, Yosys 0.63+post, stock flow scripts
make -C /OpenROAD-flow-scripts/flow DESIGN_CONFIG=/design/flow/config.mk WORK_HOME=/design/flow/orfs finish
```
`flow/config.mk`:
```
export PLATFORM = sky130hd
export DESIGN_NAME = penc16to4
export DESIGN_NICKNAME = penc16to4
export VERILOG_FILES = /design/flow/design.v
export SDC_FILE = /design/flow/constraint.sdc
export NUM_CORES = 4
export LEC_CHECK = 1
export CORE_AREA = 10 10 70 70
export DIE_AREA = 0 0 80 80
```
`flow/constraint.sdc`:
```
current_design penc16to4

set clk_period 4.9
set clk_io_pct 0.2

create_clock -name clk0 -period $clk_period

set non_clock_inputs [all_inputs -no_clocks]
set_input_delay [expr $clk_period * $clk_io_pct] -clock clk0 $non_clock_inputs
set_output_delay [expr $clk_period * $clk_io_pct] -clock clk0 [all_outputs]
```
`flow/design.v`:
```
module penc16to4(W,Y,z);
input [15:0]W;
output reg [3:0]Y;
output reg z;
integer i;
always @*
begin
z=0;
Y=4'bxxxx;
for(i=15;i>=0;i=i-1)
begin
if((W[i]==1))
begin
if(z==0)
begin
Y=i;
z=1;
end
end
end
end
endmodule
```
==> results.cfg <==
; flow metrics
[status]
status = finished clean

[routing]
drtAntennaViolNets = 0
drcViolationCount = 0
drt-total-wl_um = 1120
viasPerCell = 3.55
drt_iter0_markers = 39
drt-wirelength-per-cell_um = 10.5
dr.pass1.iters = 4
num_vias = 380
n_antenna_cell = 0

[grt]
grt_pass1_wl_um = 1740
grt-ovfl-total = 0
use_met1_pct = 5.80
use_met2_pct = 3.93
grt_start_max_net_pins = 7
antenna_found_initial = 0
first_global_vias = 360
met3_usage_pct = 1.02
grt_busiest_layer = met1
grt_usage_pct = 3.37

[final_timing]
period_needed_ns = 4.12
hold_slack_ns = 3.06
drv_slew = 0
slew_headroom_pct = 57.1
finalHoldViolCount = 0
period_used_pct = 84.1
fin_tns_setup_ns = 0
max_freq_ghz = 0.243
setup_viol = 0
worstMarginPinSlew_ns = 0.637
rsz0062_at_grt = no

[hold_path]
whs_endpoint = Y[0]
hold_path_class = in2out
hold_start = W[9]
hold_path_depth = 4

[clock_tree]
hold_buffers = 0
post-cts-setup-buffer-count = 0
cts_resized = 0

[synth]
syn_area_per_cell_um2 = 5.97
synth_area_um2 = 239
synth.area.top_cells = nor2_1, nor4_4, a21oi_1
netlist_instances = 40
synth_cell_types = 21
synth_top_area_share_pct = 9.42
synth_stat.cells = 40
yosysWarnings = 1
largest_area_cell = nor2_1
yosysSeqAreaShare_pct = 0
yosysChipArea_um2 = 239

[finish]
areaGrowthSynthToFinish_pct = 112
ff_latch_area_um2 = 0
utilization_pct = 14.8
flop-count = 0
n_clock_buffer = 0
layout-drive-gt1-share_pct = 4.92
finalNonFillerCells = 107

[floorplan]
die_w_um = 80
initial_core_util_pct = 7.00
die_y_um = 80
core_um2 = 3420
io_pins = 21
chipArea_um2 = 6400
rows = 21

[worst_setup_path]
critPathMaxFanout = 4
cp.required_ns = 3.92
endpoint_kind = output port
cp_data_arrival_time_ns = 3.14
start_kind = input port
crit_type = in2out

[placement]
gp_congestion = 0.806
dp_cells = 107
dp.final_hpwl_um = 984
portBuffers = 21

[pwr]
power_density_nw_per_um2 = 58.2
vdd_drop_max_uv = 27.0
p_leak_nw = 0.149
fin_total_pwr_w = 0.0000295

[flow_run]
drv_cap = 0
warnings = 32
cells in the mapped netlist (all sizes together), types with 2 or more instances:
cell   instances
nor4           4
nand2          4
inv            5
or4            2
a21oi          4
nor3           2
o21ai          2
nor2           6
metal layers:
metal / share of wire (%) / vias up
met5: 0 / -
met4: 0 / 0
met3: 9.8 / 0
met2: 31 / 22
met1: 60 / 158
li1: - / 200
through the flow:
step,area (µm²),setup slack [ns]
after floorplan,239,1.95
after global routing,507,0.617
final,507,0.779
after global placement,507,0.824
after CTS,507,0.789
after detailed placement,507,0.793
layout by cell type, fill, tap and decap left out, types with 2 or more instances in the layout:
cell type / n
o21ai_0: 2
clkdlybuf4s50_1: 21
nand2_1: 4
nor4_1: 3
nor2_1: 6
or4_1: 2
nor3_1: 2
inv_1: 4
a21oi_1: 4
area by class of cell:
type	instances	area [µm²]
fillers	398	2910
multi-input cells	35	220
well taps	46	57.6
repair buffers	21	210
inverters	5	18.8
cells by family (layout without fill, tap and decap cells):
| family | Yosys count | count (layout) | share of synthesized area [%] |
|---|---|---|---|
| buffers and inverters | 5 | 26 | 7.85 |
| and+or+nand+nor | 22 | 22 | 57.1 |
| AOI/OAI and AO/OA | 13 | 13 | 35.1 |
how the worst max path moves through the flow:
stage     start  endpoint  slack (ns)  cells past startpoint
4_1_cts   W[12]      Y[0]        0.79                      6
5_1_grt   W[10]         z        0.62                      5
6_report  W[10]         z        0.78                      5
critical path, stage by stage:
cell	delay (ns)
clkdlybuf4s50_1	0.46
nor4_1	0.60
nand4b_1	0.24
or4_1	0.45
clkdlybuf4s50_1	0.42
power breakdown:
| group | total [W] | internal, W | switching, W |
|---|---|---|---|
| logic | 0.0000295 | 0.0000176 | 0.0000120 |
| registers | 0 | 0 | 0 |
| clock network | 0 | 0 | 0 |
| total | 0.0000295 | 0.0000176 | 0.0000120 |
Power and IR drop assume default switching activity.
