## flow/run.sh

```bash
#!/bin/bash
# OpenROAD 26Q1-2900-gdf79404cd8, Yosys 0.63+post, stock flow scripts
make -C /OpenROAD-flow-scripts/flow DESIGN_CONFIG=/design/flow/config.mk WORK_HOME=/design/flow/orfs finish
```

## flow/constraint.sdc

```tcl
current_design comp_3b

set clk_period 1.0
set clk_io_pct 0.2

create_clock -name clk0 -period $clk_period

set non_clock_inputs [all_inputs -no_clocks]
set_input_delay [expr $clk_period * $clk_io_pct] -clock clk0 $non_clock_inputs
set_output_delay [expr $clk_period * $clk_io_pct] -clock clk0 [all_outputs]
```

## flow/config.mk

```make
export PLATFORM = sky130hd
export DESIGN_NAME = comp_3b
export DESIGN_NICKNAME = comp_3b
export VERILOG_FILES = /design/flow/design.v
export SDC_FILE = /design/flow/constraint.sdc
export NUM_CORES = 4
export LEC_CHECK = 1
export CORE_AREA = 10 10 70 70
export DIE_AREA = 0 0 80 80
```

## flow/design.v

```verilog
module comp_3b(A,B,eq,gt,lt);
input [2:0]A,B;
output reg eq,gt,lt;
reg [2:0]i;
integer j;
always@(*)
begin
for(j=0;j<3;j=j+1)
	i[j]=~(A[j]^B[j]);
eq=(i[0]&i[1]&i[2]);
gt=((A[2]&(~B[2]))|(i[2]&A[1]&(~B[1]))|(i[2]&i[1]&A[0]&(~B[0])));
lt=~(eq|gt);
end
endmodule
```

==> CHANGELOG.md <==
### Changed

- Pre-Place Util: 2.381%
- Setup violations, final: 3
- Leak: 0.09943 nW
- Core Area: 3416 sq um
- Stage-log warning count: 35
- Post-Syn Area: 81.33 sq um
- DR pass1 iterations: 2
- Critical path cell sequence: buf_8, inv_12, ha_4, and3b_1, a311o_1, buf_2
- Highest-delay cell along the critical path: a311o_1
- Final hold slack: 0.7712 ns
- Peak VDD IR: 0.00003443 V
- Final Util: 7.399%
- Iter 0 DRT Violations: 2
- Synth Instances: 10
- Dpl hpwl: 405.8 microns
- Unrepaired setup endpoints after global routing: yes
- Clock buffer count: 0
- First-pass GRT wire length: 724 microns
- Worst Path Required: 0.80 ns
- WP buf/inv: 3
- Highest clock rate: 772.9 MHz
- Largest net degree at the start of global routing: 4
- Setup crit start: B[2]
- Die width: 80 microns
- Initial antenna violation count: 0
- Setup WS pre-CTS: -1.262 ns
- Vias: 129
- Slowest cell delay on critical path: 0.26 ns
- Hold_buf cts: 0
- Ratio of final minimum period to clock period: 129.4%
- Hold wc startpoint: A[2]
- Vias per inst: 1.925
- Number of cells in Yosys stat: 10
- Layout cells sized above 1: 52.38%
- Worst Setup End Kind: output port
- Final hold vios: 0
- HP Class: input port to output port
- Average wire per standard cell: 6.746 microns
- Syn_area_per_cell: 8.133 sq um
- Worst-Margin Slew: 0.2064 ns
- Number of global-route vias before repair: 141
- Relative slew slack: 86.15%
- Final wirelength: 452 microns
- Routability congestion estimate: 0.6330
- Main area contributors: ha_1 15%, nand2b_1 15%, a311o_1 12%, and4b_1 12%, a311oi_1 11%
- Power per Cell Area: 341.6 nW/um^2
- Synth-to-Final Area Change: 210.8%
- Std-Cell Rows: 21
- N_diodes: 0
- Crit Path Class: input port to output port
- Status: complete, but fails checks
- Most common cell in the netlist: nand2b_1
- Fin. max-slew vios: 0
- Cell Type Count: 9
- GRT Total Usage: 1.432%
- Area leader share: 15.38%
- Tmin final: 1.294 ns
- DRC: 0
- Antenna violation net count after detailed routing: 0
- Crit-path leading delay family: AND-OR/OR-AND gates
- # IOs: 9
- Yosys synthesis chip area: 81.33 sq um
- Port buffer count: 9
- Max-cap violations: 0
- Startpoint Class: input port
- Crit-path max FO: 2
- Seq/Total Area, Yosys: 0%
- Warnings from Yosys: 1
- Final setup margin: -0.2938 ns
- Worst Path Arrival: 1.09 ns
- Gr ovfl total: 0
- Die Size: 6400 sq um
- Flops: 0
- Flop area: 0 sq um
- Failing checks: negative setup slack
- Die height: 80 microns
- Yosys top cell by area: ha_1
## layer usage
metal / vias up / global-route usage, % / part of all wire [%]
met2: 5 / 2.167 / 43
met5: - / 0 / 0
met4: 0 / 0 / 0
li1: 62 / - / -
met1: 62 / 1.780 / 44
met3: 0 / 0.9091 / 13
## cells by family after synthesis
logic type,after synthesis,share of synthesized area (%)
AND/OR/NAND/NOR,5,46.16
AND-OR/OR-AND,2,23.08
XOR/XNOR,1,10.77
adder cells (fa/ha/maj),1,15.38
buffers and inverters,1,4.611
## report_power, final
group          total (mW)  internal (mW)  switching (mW)  leakage (nW)
clock network           0              0               0             0
logic              0.0863         0.0536          0.0327        0.0994
registers               0              0               0             0
## what timing repair did
action                                  CTS  global route
gates resized                            28             1
endpoints found under the setup margin    3             3
gates cloned                              0             0
setup buffers                             0             0
pin swaps                                 2             1
hold endpoints to repair                  0             0
## placed cells by master, fill, tap and decap left out
cell type	netlist	routed
a311o_1	1	1
a311oi_1	1	1
and3b_1	1	1
and4b_1	1	1
buf_2	0	4
buf_4	0	2
buf_8	0	1
clkbuf_2	0	1
dlygate4sd2_1	0	3
ha_4	0	1
inv_12	0	1
nand2b_1	2	2
nor2b_4	0	1
xnor2_1	1	1
## per-stage QoR
stage          power (mW)  cell area (sq um)  setup TNS, ns  cells
2_1_floorplan     0.03195              106.4       -0.03212     10
3_3_place_gp       0.1005              269.0         -3.553     67
3_5_place_dp       0.1027              269.0         -3.533     67
4_1_cts           0.08884              257.7        -0.7503     67
5_1_grt           0.09797              252.7        -0.8885     67
6_report          0.08634              252.7        -0.7086     67
## path summary, 6_finish.rpt
kind                  slack (ns)  endpoint  cells after the start
worst max-delay path       -0.29        gt                      6
worst min-delay path        0.77        lt                      4
## cell type report
class	instances	area, sq um
Multi-Input combinational cell	9	97.59
Fill cell	416	3163
Tap cell	46	57.56
Timing Repair Buffer	11	81.33
Inverter	1	16.27
Power is estimated from default activity; no workload was simulated.
