==> flow/design.v <==
module FAdder(a,b,cin,s,cout);
input a,b,cin;
output s,cout;
assign s=a^b^cin;
assign cout=(a&b)|(b&cin)|(cin&a);
endmodule
module Add_Sub(X,Y,S,cin,cout);
input cin;
input [3:0]X,Y;
wire [3:0]B;
output [3:0]S;
output cout;
wire [3:1]c;
assign B[0]=(Y[0]^cin);
assign B[1]=(Y[1]^cin);
assign B[2]=(Y[2]^cin);
assign B[3]=(Y[3]^cin);
FAdder F1(X[0],B[0],cin,S[0],c[1]);
FAdder F2(X[1],B[1],c[1],S[1],c[2]);
FAdder F3(X[2],B[2],c[2],S[2],c[3]);
FAdder F4(X[3],B[3],c[3],S[3],cout);
endmodule
==> flow/run.sh <==
#!/bin/bash
# OpenROAD 26Q1-2900-gdf79404cd8, Yosys 0.63+post, stock flow scripts
make -C /OpenROAD-flow-scripts/flow DESIGN_CONFIG=/design/flow/config.mk WORK_HOME=/design/flow/orfs finish
==> flow/config.mk <==
export PLATFORM = sky130hd
export DESIGN_NAME = Add_Sub
export DESIGN_NICKNAME = Add_Sub
export VERILOG_FILES = /design/flow/design.v
export SDC_FILE = /design/flow/constraint.sdc
export NUM_CORES = 4
export LEC_CHECK = 1
export CORE_AREA = 10 10 70 70
export DIE_AREA = 0 0 80 80
==> flow/constraint.sdc <==
current_design Add_Sub

set clk_period 4.7
set clk_io_pct 0.2

create_clock -name clk0 -period $clk_period

set non_clock_inputs [all_inputs -no_clocks]
set_input_delay [expr $clk_period * $clk_io_pct] -clock clk0 $non_clock_inputs
set_output_delay [expr $clk_period * $clk_io_pct] -clock clk0 [all_outputs]
==> flow_metrics.env <==
# source this file to load flow results
export IMPL_status="finished, final reports clean"
export IMPL_path_max_fanout=2
export IMPL_nClkBuffers=0
export IMPL_final_util_pct=9.34
export IMPL_syn_to_final_growth_pct=111
export IMPL_cp_required_ns=3.76
export IMPL_path_cells="clkdlybuf4s50_1, mux2_2, fa_1, inv_1, fa_1, inv_1, fa_1, clkdlybuf4s50_1"
export IMPL_peakVddDrop_mv=0.0322
export IMPL_path_class="in2out"
export IMPL_area_leaders="fa_1 (40%), buf_4 (20%), xor2_1 (17%)"
export IMPL_min_delay_worst_endpoint="S[0]"
export IMPL_worst_path_largest_cell_delay_ns=0.52
export IMPL_cts_setup_buffers=0
export IMPL_wire_per_inst_um=7.29
export IMPL_slew_viol_final=0
export IMPL_via_count=124
export IMPL_whs_path_depth=3
export IMPL_num_rows=21
export IMPL_cp_slowest_cell="clkdlybuf4s50_1"
export IMPL_num_io_pins=14
export IMPL_grt_pass1_vias=141
export IMPL_cap_viol_max_count=0
export IMPL_rsz0062_at_grt="no"
export IMPL_layout_drive_gt1_share_pct=3.85
export IMPL_relSlewSlack_pct=86.5
export IMPL_power_density_nw_per_um2=123
export IMPL_ant_nets=0
export IMPL_final_cell_mix="clkdlybuf4s50_1 (14), inv_1 (4), xor2_1 (3), fa_1 (3)"
export IMPL_crit_start="Y[0]"
export IMPL_syn_inst=16
export IMPL_fin_tns_setup_ns=0
export IMPL_antenna_found_initial=0
export IMPL_synthesis_area_um2=151
export IMPL_syn_area_per_cell_um2=9.46
export IMPL_overflow=0
export IMPL_cp_arrival_ns=3.41
export IMPL_track_usage_pct=1.65
export IMPL_ys_warn_count=0
export IMPL_n_antenna_cell=0
export IMPL_viasPerCell=1.72
export IMPL_worst_path_most_repeated_cell="fa_1"
export IMPL_place_congestion=0.728
export IMPL_die_x_um=80
export IMPL_die_h_um=80
export IMPL_ctsHoldBuffers=0
export IMPL_worstHoldStart="X[0]"
export IMPL_layout_min_cycle_time_ns=4.35
export IMPL_drtPass1Iterations=1
export IMPL_yosysCellCount=16
export IMPL_final_common_cell="clkdlybuf4s50_1"
export IMPL_design_seq_count=0
export IMPL_finalClockPeriodUsage_pct=92.5
export IMPL_grt_max_degree=5
export IMPL_drt_initial_drc_count=0
export IMPL_drt_total_wl_um=525
export IMPL_critPathCaptureType="primary output"
export IMPL_tightest_slew_ns=0.202
export IMPL_hold_viol_final=0
export IMPL_synth_top_area_share_pct=39.7
export IMPL_hold_path_class="in2out"
export IMPL_max_freq_ghz=0.230
export IMPL_core_area_um2=3420
export IMPL_cts_resized=0
export IMPL_register_area_um2=0
export IMPL_grt_pass1_wl_um=779
export IMPL_port_buffer_count=14
export IMPL_synth_distinct_cells=6
export IMPL_dp_hpwl_um=524
export IMPL_crit_path_start_kind="input pin"
export IMPL_ys_seq_share_pct=0
export IMPL_total_leakage_power_nw=0.117
export IMPL_die_area_um2=6400
export IMPL_setup_viol=0
export IMPL_largest_area_cell="fa_1"
export IMPL_drc=0
export IMPL_warnings=35
export IMPL_synth_chip_area_um2=151
export IMPL_initial_core_util_pct=4.43
[synth_stat cells, drive strengths merged]
cell type	number
fa	3
mux2	1
inv	4
xor2	3
buf	4
xnor2	1
[worst max-delay path, delay by kind of cell]
kind	cells	cell delay, ns
multiplexers	1	0.35
buffers and inverters	4	1.14
adder cells (fa/ha/maj)	3	0.97
[routing by layer]
metal  vias up  track usage (%)  routed length (um)
met5         -                0                   0
met4         0                0                   0
met3         0             1.25                  92
met2        11             1.85                 154
met1        52             2.47                 278
li1         61                -                   -
[kinds of logic after synthesis]
logic type  Yosys count  share of synthesized area, %
mux                   1                          7.44
fa+ha+maj             3                          39.7
buf+inv               8                          29.7
xor+xnor              4                          23.1
[cell type report]
| type | count | area (um2) |
|---|---|---|
| Tap cell | 46 | 57.6 |
| Inverter | 4 | 15.0 |
| Timing Repair Buffer | 14 | 140 |
| Multi-Input combinational cell | 8 | 106 |
| Fill cell | 410 | 3100 |
[per-stage QoR]
step,hold WS (ns),total power [mW],instance area (um2),cells,setup WS [ns]
after CTS,2.86,0.0400,319,72,0.346
after global placement,2.86,0.0390,319,72,0.381
after detailed placement,2.86,0.0398,319,72,0.353
after global routing,2.87,0.0433,319,72,0.289
after floorplan,1.99,0.0186,151,16,1.35
final,2.86,0.0392,319,72,0.351
[power by group]
group | internal (mW) | switching, mW | leakage [nW] | total, mW
Clock | 0 | 0 | 0 | 0
Combinational | 0.0270 | 0.0122 | 0.117 | 0.0392
Sequential | 0 | 0 | 0 | 0
[worst max-delay path by stage]
stage,depth (start not counted),end
CTS,8,S[3]
global route,8,S[3]
finish,8,S[3]
Power is estimated from default activity; no workload was simulated.
